## flow/config.mk

```make
export PLATFORM = sky130hd
export DESIGN_NAME = uart_TOP
export DESIGN_NICKNAME = uart_TOP
export VERILOG_FILES = /design/flow/design.v
export SDC_FILE = /design/flow/constraint.sdc
export NUM_CORES = 4
export LEC_CHECK = 1
export CORE_UTILIZATION = 30
```

## flow/constraint.sdc

```tcl
current_design uart_TOP

set clk_period 3.7
set clk_io_pct 0.2

create_clock -name clk0 -period $clk_period [get_ports {clk}]

set non_clock_inputs [all_inputs -no_clocks]
set_input_delay [expr $clk_period * $clk_io_pct] -clock clk0 $non_clock_inputs
set_output_delay [expr $clk_period * $clk_io_pct] -clock clk0 [all_outputs]
```

## flow/design.v

```verilog
`timescale 1ns / 1ps
module uart_RX #(parameter CLKS_PER_BIT = 10416)
               (
                input       i_CLK, i_SERIAL,
                output      o_DV,
                output[7:0] o_BYTE
               );
parameter s_IDLE    = 2'b00;
parameter s_START   = 2'b01;
parameter s_DATA    = 2'b10;
parameter s_END     = 2'b11;
reg r_DATA_R        = 1'b1;
reg r_DATA          = 1'b1;
reg [13:0]  r_CLK   = 0;
reg [2:0]   r_INDEX = 0;
reg [7:0]   r_BYTE  = 0;
reg         r_DV    = 0;
reg [1:0]   r_MAIN  = 0;
assign o_DV     = r_DV;
assign o_BYTE   = r_BYTE;
always @ (posedge i_CLK) begin
    r_DATA_R <= i_SERIAL;
    r_DATA   <= r_DATA_R;     
end
always @ (posedge i_CLK) begin
    case (r_MAIN)
        s_IDLE: begin 
            r_DV    <= 1'b0;
            r_CLK   <= 0;
            r_INDEX <= 0;
            if (r_DATA == 1'b0)
                r_MAIN <= s_START;
            else
                r_MAIN <= s_IDLE;
        end
        s_START: begin
            if (r_CLK == (CLKS_PER_BIT-1)/2)
                if (r_DATA == 1'b0) begin
                    r_CLK   <= 0;
                    r_MAIN  <= s_DATA;
                end
                else 
                    r_MAIN  <= s_IDLE;
            else begin
                r_CLK   <= r_CLK + 1;
                r_MAIN  <= s_START;
            end
        end
        s_DATA: begin
            if (r_CLK < CLKS_PER_BIT -1) begin 
                r_CLK   <= r_CLK + 1;
                r_MAIN  <= s_DATA;
            end
            else begin
                r_CLK <= 0;
                r_BYTE[r_INDEX] <= r_DATA;
                if (r_INDEX < 7) begin
                    r_INDEX <= r_INDEX + 1;
                    r_MAIN <= s_DATA;
                end 
                else begin 
                    r_INDEX <= 0;
                    r_MAIN  <= s_END;
                end
            end
        end
        s_END: begin
            if (r_CLK < CLKS_PER_BIT - 1) begin
                r_CLK   <= r_CLK + 1;
                r_MAIN  <= s_END;
            end
            else begin
                r_DV    <= 1'b1;
                r_CLK   <= 0;
                r_MAIN  <= s_IDLE;
            end       
        end
        default:
            r_MAIN <= s_IDLE;
    endcase   
end
endmodule
`timescale 1ns / 1ps
module uart_TOP(
                input clk,
                input RsRx,
                output RsTx
                );
wire        data_VALID;
wire [7:0]  byte_MSG;                
uart_RX ux00 (.i_CLK(clk), .i_SERIAL(RsRx), .o_DV(data_VALID), .o_BYTE(byte_MSG));
uart_TX ux01 (.i_CLK(clk), .i_DV(data_VALID), .i_BYTE(byte_MSG), .o_SERIAL(RsTx));
endmodule
`timescale 1ns / 1ps
module uart_TX #(parameter CLKS_PER_BIT = 10416)
                (
                 input          i_CLK, i_DV,
                 input [7:0]    i_BYTE,
                 output reg     o_SERIAL
                );
parameter s_IDLE    = 2'b00;
parameter s_START   = 2'b01;
parameter s_DATA    = 2'b10;
parameter s_END     = 2'b11;
reg [13:0]  t_CLK   = 0;
reg [2:0]   t_INDEX = 0;
reg [7:0]   t_BYTE  = 0;
reg [1:0]   t_MAIN  = 0;
always @ (posedge i_CLK)
    case(t_MAIN)
        s_IDLE: begin
            o_SERIAL <= 1'b1;
            if (i_DV == 0) 
                t_MAIN <= s_IDLE;
            else begin
                t_CLK <= 0;
                t_BYTE <= i_BYTE;
                t_MAIN <= s_START;
            end
        end
        s_START: begin
            o_SERIAL <= 1'b0;
            if (t_CLK < CLKS_PER_BIT-1) begin
                t_CLK <= t_CLK + 1;
                t_MAIN <= s_START;
            end
            else begin
                t_CLK <= 0;
                t_MAIN <= s_DATA;
            end
        end
        s_DATA: begin
            o_SERIAL <= t_BYTE[t_INDEX];
            if (t_CLK < CLKS_PER_BIT-1) begin
                t_CLK <= t_CLK + 1;
                t_MAIN <= s_DATA;
            end
            else begin
                t_CLK <= 0;
                if (t_INDEX < 7) begin
                    t_INDEX <= t_INDEX + 1;
                    t_MAIN <= s_DATA;
                end
                else begin
                    t_INDEX <= 0;
                    t_MAIN <= s_END;
                end              
            end
        end
        s_END: begin
            o_SERIAL <= 1'b1;
            if (t_CLK < CLKS_PER_BIT-1) begin
                t_CLK <= t_CLK + 1;
                t_MAIN <= s_END;
            end
            else begin
                t_CLK <= 0;
                if (i_DV == 0)
                    t_MAIN <= s_IDLE;
                else begin 
                    t_BYTE <= i_BYTE;
                    t_MAIN <= s_START;
                end
            end
        end
        default:
            t_MAIN <= s_IDLE;
    endcase               
endmodule
```

## flow/run.sh

```bash
#!/bin/bash
# OpenROAD 26Q1-2900-gdf79404cd8, Yosys 0.63+post, stock flow scripts
make -C /OpenROAD-flow-scripts/flow DESIGN_CONFIG=/design/flow/config.mk WORK_HOME=/design/flow/orfs finish
```

==> flow_summary.toml <==
# implementation run metrics
[placed_design]
pre_cts_ws_ns = 1.15
place_inst = 408
numPortBuffers = 2
dp_hpwl_um = 3300
dpl_cell_area_um2 = 3230
gp_congestion = 0.852

[floorplan]
pin_count = 3
fp-utilization = 0.311
rows = 36
die_w_um = 103
die_area_um2 = 10600
die_h_um = 103
core_um2 = 9820

[yosys]
syn_inst = 277
largest_area_cell = "edfxtp_1"
synthMostInstantiatedCell = "edfxtp_1"
ys_chip_area_um2 = 3060
edf_count = 51
ys_seq_share = 0.547
syn_area_per_cell_um2 = 11.0
async_flop_share = 0
netlist_area_um2 = 3060
top_cells_by_area = "edfxtp_1 50%, ha_1 4.9%, dfxtp_1 4.6%"
numSynthFlops = 58
synth_cell_types = 50
top_area_frac = 0.501
synthTopCellsByCount = "51 x edfxtp_1, 26 x nor2_1, 21 x nand2_1"
ff_type = "edfxtp_1"
yosysWarnings = 2
ys_cells = 277

[drt]
vias = 2028
routed_wl_um = 5000
drt-met1-wl_um = 2550
route.detailed.drc = 0
met2_length_um = 2190
met3_length_um = 194
antenna_cells = 0
dr.max_layer_used = "met4"
firstDrtPassIters = 5
drt_iter0_markers = 85
ant_nets = 0
wl_per_cell_um = 11.8
via_per_inst = 4.78

[cells_and_area]
instances_no_fill = 424
drive_above_1_share = 0.110
area_growth_pct = 12.8
final_core_util = 0.351
fill_cells = 984
logic_area_um2 = 1290
seqCellArea_um2 = 1670
final_area_um2 = 3450

[status]
status = "finished, final reports clean"

[cts]
cts_root_buf = "clkbuf_8"
cts.sinks = 58
cts_max_level = 3
cts_hold_buf = 0
cts_resized = 0
path_clk_slew_ns = 0.06
cts_buffer_depth = 2
cts_setup_buffers = 0
cts_tree = "done"
cts_buffers = 9
insertion_delay_ns = 0.34

[timing]
finalSetupViolations = 0
period_needed_ns = 2.56
tns_ns = 0
drv_slew = 0
relSlewSlack = 0.568
worst_clock_skew_ns = 0.0107
rsz0062_at_grt = "no"
max_freq_ghz = 0.391
worst_pin_slew_ns = 0.645
hold_viol_final = 0
period_used_share = 0.692
hold_ws_ns = 0.327
layout_setup_ws_ns = 1.14

[worst_setup_path]
crit_fanout = 14
end_kind = "flip-flop"
critPathRequiredTime_ns = 3.69
arrival_ns = 2.55
critPathKind = "reg2reg"
crit_path_start_kind = "flip-flop"

[global_route]
grt.total_usage = 0.113
antenna_found_initial = 0
grt_pass1_vias = 1968
overflow = 0
grt_pass1_wl_um = 9140
grt_start_max_net_pins = 15

[power_and_ir_drop]
total_power_mw = 2.37
power.leakage_nw = 1.18
ir_drop_mv = 0.378
p_per_area_nw_per_um2 = 688

[flow_run]
warnings = 32
drv_cap = 0

[hold_path]
hp-class = "reg2reg"
-- metal layers --
| metal | GRT usage | vias up |
|---|---|---|
| met2 | 0.165 | 28 |
| met1 | 0.181 | 946 |
| li1 | - | 1046 |
| met3 | 0.0303 | 8 |
| met5 | 0 | - |
| met4 | 0.0130 | 0 |
-- report_power, final --
group	switching, mW	internal, mW
sequential	0.180	0.975
clock	0.249	0.365
combinational	0.337	0.266
-- cell usage in the layout (no fill, tap or decap), drive strengths merged, types with 2 or more instances in the layout --
master          n
and3            2
o31ai           2
xor2            8
or3             4
or4b            2
clkinv          3
inv            17
nand2b          2
nor3            7
nand4           5
buf             3
nor4            5
mux4            2
o211ai          4
nand2          22
clkbuf         12
xnor2          16
clkdlybuf4s50   2
a31o            2
a211oi          3
edfxtp         51
a21oi          19
nor2           26
or2             4
nor2b           2
o21ai          10
mux2            2
nand3          15
and4            2
dfxtp           7
ha             12
-- worst max-delay path: stages (launching register included) --
cell	delay, ns
edfxtp_1	0.47
or4b_1	0.54
or4_4	0.55
or3_1	0.65
-- cells by family (layout without fill, tap and decap cells) --
| kind of cell | count (synthesis) | in the layout | synth area share |
|---|---|---|---|
| AND/OR/NAND/NOR | 104 | 104 | 0.174 |
| AND-OR/OR-AND | 50 | 50 | 0.104 |
| XOR/XNOR | 24 | 24 | 0.0688 |
| adder cells (fa/ha/maj) | 12 | 12 | 0.0491 |
| buffers and inverters | 24 | 38 | 0.0315 |
| flip-flops | 58 | 58 | 0.547 |
| multiplexers | 5 | 5 | 0.0254 |
-- path summary, 6_finish.rpt --
check	startpoint	to	slack, ns	depth (start not counted)
hold / removal	ux00.r_DATA_R	ux00.r_DATA	0.33	0
setup reg to reg	ux00.r_CLK[7]	ux00.r_CLK[10]	1.14	3
hold reg to reg	ux00.r_DATA_R	ux00.r_DATA	0.33	0
setup / recovery	ux00.r_CLK[7]	ux00.r_CLK[10]	1.14	3
-- registers in the layout, indices dropped and copies added, names as in the netlist --
name and cells:
ux00.r_DATA_R 1, ux00.r_BYTE 8, ux01.t_INDEX 3, ux01.o_SERIAL 1, ux00.r_DATA 1, ux00.r_INDEX 3, ux00.r_MAIN 2, ux00.r_CLK 14
ux00.r_DV 1, ux01.t_MAIN 2, ux01.t_BYTE 8, ux01.t_CLK 14
-- layout make-up --
cell class	instances	area share
sequential	58	0.485
multi-input combinational	195	0.374
tap	133	0.0483
clock buffer	12	0.0479
inverter	17	0.0185
clock inverter	4	0.0142
timing repair buffer	5	0.0123
